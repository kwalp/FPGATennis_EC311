--- flow/run.sh ---
#!/bin/bash
# OpenROAD 26Q1-2900-gdf79404cd8, Yosys 0.63+post, stock flow scripts
make -C /OpenROAD-flow-scripts/flow DESIGN_CONFIG=/design/flow/config.mk WORK_HOME=/design/flow/orfs finish
--- flow/config.mk ---
export PLATFORM = sky130hd
export DESIGN_NAME = newfinalmodule2_
export DESIGN_NICKNAME = newfinalmodule2_
export VERILOG_FILES = /design/flow/design.v
export SDC_FILE = /design/flow/constraint.sdc
export NUM_CORES = 4
export LEC_CHECK = 1
export CORE_UTILIZATION = 50
--- flow/constraint.sdc ---
current_design newfinalmodule2_

set clk_period 8.8
set clk_io_pct 0.2

create_clock -name clk0 -period $clk_period [get_ports {clk}]

set non_clock_inputs [all_inputs -no_clocks]
set_input_delay [expr $clk_period * $clk_io_pct] -clock clk0 $non_clock_inputs
set_output_delay [expr $clk_period * $clk_io_pct] -clock clk0 [all_outputs]
--- flow/design.v ---
`timescale 1ns / 1ps
module SevenLEDDemo_(clk,rst,squash,p0,p1,AN_Out,C_Out);
input clk,rst;
input squash;
input [1:0] p0;
input [1:0] p1;
output [7:0] AN_Out;
output [6:0] C_Out;
reg [7:0] AN_In;
reg [55:0] C_In;
parameter ONE = 7'b0000110, TWO= 7'b1011011, THREE=7'b1001111,P=7'b1110011, ZERO=7'b0111111;
SevenSegmentLED_ SevenSegmentLED(.clk(clk),.rst(rst),.AN_In(AN_In),.C_In(C_In),.AN_Out(AN_Out),.C_Out(C_Out));
always @ (posedge clk or posedge rst)
begin
    if(rst)
    begin
        AN_In <= 8'h0;
        C_In <= 56'h0;
    end
    else
    begin
        AN_In <= 8'b10011001;
        if (p0==2'b00 && p1==2'b00&& squash==0)
        C_In<= {ZERO,7'd0,ZERO,7'd0,7'd0,ZERO,7'd0,ZERO};
        else if (p0==2'b00 && p1==2'b01&& squash==0)
        C_In<= {ZERO,7'd0,7'd0,7'd0,7'd0,ONE,7'd0,ONE};
        else if (p0==2'b00 && p1==2'b10&& squash==0)
        C_In<= {ZERO,7'd0,ZERO,7'd0,7'd0,TWO,7'd0,TWO};
         else if (p0==2'b00 && p1==2'b11&& squash==0)
        C_In<= {ZERO,7'd0,ZERO,P,TWO,THREE,7'd0,THREE};
         else if (p0==2'b01 && p1==2'b00&& squash==0)
        C_In<= {ONE,7'd0,ONE,7'd0,7'd0,ZERO,7'd0,ZERO};
        else if (p0==2'b01 && p1==2'b01&& squash==0)
        C_In<= {ONE,7'd0,ONE,7'd0,7'd0,ONE,7'd0,ONE};
        else if (p0==2'b01 && p1==2'b10&& squash==0)
        C_In<= {ONE,7'd0,ONE,7'd0,7'd0,TWO,7'd0,TWO};
        else if (p0==2'b01 && p1==2'b11&& squash==0)
        C_In<= {ONE,7'd0,ONE,P,TWO,THREE,7'd0,THREE};
        else if (p0==2'b10 && p1==2'b00&& squash==0)
        C_In<= {TWO,7'd0,TWO,7'd0,7'd0,ZERO,7'd0,ZERO};
        else if (p0==2'b10 && p1==2'b01&& squash==0)
        C_In<= {TWO,7'd0,TWO,7'd0,7'd0,ONE,7'd0,ONE};
        else if (p0==2'b10 && p1==2'b10&& squash==0)
        C_In<= {TWO,7'd0,TWO,7'd0,7'd0,TWO,7'd0,TWO};
        else if (p0==2'b10 && p1==2'b11&& squash==0)
        C_In<= {TWO,7'd0,TWO,P,TWO,THREE,7'd0,THREE};
        else if (p0==2'b11 && p1==2'b00&& squash==0)
        C_In<= {THREE,7'd0,THREE,P,ONE,ZERO,7'd0,ZERO};
        else if (p0==2'b11 && p1==2'b01&& squash==0)
        C_In<= {THREE,7'd0,THREE,P,ONE,ONE,7'd0,ONE};
        else if (p0==2'b11 && p1==2'b10 && squash==0)
        C_In<= {THREE,7'd0,THREE,P,ONE,TWO,7'd0,TWO};
      else
      begin
      AN_In <= 8'b10000000;
      if (squash==1 && p0==2'b00)
        C_In<= {ZERO,7'd0,7'd0,7'd0,7'd0,7'd0,7'd0,7'd0};
        else if (squash==1 && p0==2'b01)
        C_In<= {ONE,7'd0,7'd0,7'd0,7'd0,7'd0,7'd0,7'd0};
         else if (squash==1 && p0==2'b10)
        C_In<= {TWO,7'd0,7'd0,7'd0,7'd0,7'd0,7'd0,7'd0};
         else if (squash==1 && p0==2'b11)
        C_In<= {THREE,7'd0,7'd0,7'd0,7'd0,7'd0,7'd0,7'd0};
        end
      end
     end
endmodule
`timescale 1ns / 1ps
module SevenSegmentLED_(clk,rst,AN_In,C_In,AN_Out,C_Out);
input clk,rst;
input [55:0] C_In;
input [7:0] AN_In;
output reg [7:0] AN_Out;
output reg [6:0] C_Out;
reg [2:0] LEDCounter;
reg [16:0] clkCounter;
reg slowClk;
parameter TOGGLE = 17'd100000;
always @ (posedge slowClk or posedge rst)
begin
    if(rst)
    begin
        AN_Out <= 0;
        C_Out <= 0;
        LEDCounter <= 0;
    end
    else
    begin
        LEDCounter <= LEDCounter + 1;
        AN_Out <= ~((8'd1 << LEDCounter)&AN_In);
        C_Out <= ~C_In[LEDCounter*7+:7];
    end
end
always @ (posedge clk or posedge rst)
begin
    if(rst)
    begin
        clkCounter <= 0;
        slowClk <= 0;
    end
    else
    begin
        if(clkCounter == TOGGLE)
        begin
            slowClk <= 0;
            clkCounter <= 0;
        end
        else if(clkCounter > TOGGLE/2)
        begin
            slowClk <= 1;
            clkCounter <= clkCounter + 1;
        end
        else
        begin
            slowClk <= 0;
            clkCounter <= clkCounter + 1;
        end
    end
end
endmodule
`timescale 1ns / 1ps
module clk_divider_(
input clk_in,
input rst,
input [25:0] ball_speed,
output reg divided_clk
    );
reg[25:0] cnt;
always@(posedge clk_in or posedge rst)
begin
if (rst==1) begin
cnt <= 0;
divided_clk <= 0;
end
else begin
if (cnt==ball_speed) begin
cnt <= 0;
divided_clk <= ~divided_clk;
end
else begin
cnt <= cnt +1;
divided_clk <= divided_clk;
end
end
end
endmodule
`timescale 1ns / 1ps
module lights2_(
    input clock, reset,
    input squash,
    input [1:0] hits,  
    output reg [4:0] out,  
    output reg [15:0] state,
    output reg [2:0] score0,
    output reg [2:0] score1,
    output reg [25:0] ball_speed
    );
    reg fwd;  
    reg server;  
    reg [1:0] er0;
    reg [1:0] er1;
    parameter  [25:0] initial_value=26'b10011000100101101000000000;
    parameter [25:0] change_in_value= 26'b00000111101000010010000000;
    initial
    begin
        state <= 1'b1;
        fwd <= 1'b0;
        server <= 1'b0;
        out <= 1'b0;
        er0 <= 1'b0;
        er1 <= 1'b0;
        score0 <= 1'b0;
        score1 <= 1'b0;
        ball_speed <= initial_value;
    end
    always@(posedge clock or posedge reset) begin
            if(reset==1'b1) begin
                    state <= 1'b1;
                    fwd <= 1'b0;
                    server <= 1'b0;
                    out <= 1'b0;
                    er0 <= 1'b0;
                    er1 <= 1'b0;
                    score0 <= 1'b0;
                    score1 <= 1'b0;
                    ball_speed <= initial_value;
            end
            else if(er0==2'b11) begin
                    er0 <= 2'b00;
                    er1 <= 2'b00;
                    if(squash==1'b1) begin
                        state <= 16'b0000000000000001;
                        fwd <= 1'b0;
                        score0 = 1'b0;
                        score1 = 1'b0;
                        ball_speed <= initial_value;
                    end
                    else if(squash==1'b0) begin
                        state <= 16'b1000000000000000;
                        fwd <= 1'b1;
                        score1 = score1 + 1'b1;
                       ball_speed <= initial_value;
                    end
            end
            else if(er1==2'b11) begin
                    er0 <= 2'b00;
                    er1 <= 2'b00;
                    state <= 16'b0000000000000001;
                    ball_speed <= initial_value;
                    fwd <= 1'b0;
                    score0 = score0 + 1'b1;
            end
            else if(score0==2'b11 & state!==16'b0000000000000000) begin
                    state <= 16'b0000000000000000;
                    er0 <= 2'b00;
                    er1 <= 2'b00;
                   ball_speed <= initial_value;
            end
            else if(score1==2'b11 & state!==16'b1111111111111111) begin
                    state <= 16'b1111111111111111;
                    er0 <= 2'b00;
                    er1 <= 2'b00;
                    ball_speed <= initial_value;
            end
            else begin
                    if(state==16'b0000000000000001) begin
                            if(fwd==1'b1) begin
                                if(hits[0]==1'b1) begin 
                                        fwd <= 1'b0;
                                        state <= state * 2'b10;
                                        out[4] <= 1'b1;
                                        if (ball_speed > (change_in_value + change_in_value))
                                        ball_speed <= ball_speed-change_in_value;
                                        if(squash==1'b1)begin
                                            score0 = score0 + 2'b01;
                                        end
                                end
                                else if(hits[0]==1'b0) begin 
                                         score1 = score1 + 1'b1;
                                            if(squash==1'b0)begin
                                                if(server==1'b0)begin
                                                    state <= 16'b0000000000000001;
                                                    fwd <= 1'b0;
                                                    server<=1'b1;
                                                     ball_speed <= initial_value;
                                                     end
                                                    else if (squash==1'b1) begin
                                                    if (state==16'b0000000000000001 && fwd==1'b1 && hits[0]==1'b0)
                                                     score0 <=1'b0;
                                                     score1 <= 1'b0;
                                                     state <= 16'b0000000000000001;
                                                    fwd <= 1'b0;
                                                    server<=1'b0;
                                                    ball_speed <= initial_value;
                                                end
                                                else if(server==1'b1)begin
                                                    state <= 16'b1000000000000000;
                                                    fwd <= 1'b1;
                                                    server<=1'b1;
                                                     ball_speed <= initial_value;
                                                end
                                            end
                                            else if(squash==1'b1)begin
                                                state <= 16'b0000000000000001;
                                                fwd <= 1'b0;
                                                server<=1'b0;
                                                score0<= 1'b0;
                                                score1<= 1'b0;
                                                ball_speed <= initial_value;
                                            end
                                end
                                end
                            else if(fwd==1'b0) begin
                                if(hits[0]==1'b1)
                                    state<=state*2'b10;
                            end
                    end
                    else if(state==16'b1000000000000000) begin
                            if(squash==1'b1) begin  
                                    state <= state / 2'b10;
                                    fwd <= 1'b1;
                            end
                            else if(squash==1'b0) begin 
                                if(fwd==1'b0) begin
                                        if(hits[1]==1'b1) begin 
                                            fwd <= 1'b1;
                                            state <= state / 2'b10;
                                            out[4] <= 1'b1;
                                            if (ball_speed > (change_in_value + change_in_value))
                                        ball_speed <= ball_speed-change_in_value;
                                        end
                                        else if(hits[1]==1'b0) begin 
                                            score0 = score0 + 1'b1;
                                            if(server==1'b0)begin
                                                state <= 16'b0000000000000001;
                                                fwd <= 1'b0;
                                                server<=1'b1;
                                                ball_speed <= initial_value;
                                            end
                                            else if(server==1'b1)begin
                                                state <= 16'b1000000000000000;
                                                fwd <= 1'b1;
                                                server<=1'b1;
                                                ball_speed <= initial_value;
                                            end
                                        end
                                        end
                                 else if(fwd==1'b1)begin
                                        if(hits[1]==1'b1)begin
                                            state <= state / 2'b10;
                                            if (ball_speed > (change_in_value + change_in_value))
                                        ball_speed <= ball_speed-change_in_value;
                                        end
                                 end
                            end
                    end
                    else if(state==16'b0000000000000000)begin
                        if(squash==1'b0)begin
                            if(hits[0]==1'b1 | hits[1]==1'b1)begin  
                                    state <= 16'b1000000000000000; 
                                    fwd <= 1'b1;
                                    score0 <= 1'b0;
                                    score1 <= 1'b0;
                                    ball_speed <= initial_value;
                            end
                        end
                        else if(squash==1'b1)begin
                            if(hits[0]==1'b1 | hits[1]==1'b1)begin  
                                    state <= 16'b0000000000000001; 
                                    fwd <= 1'b0;
                                    score0 <= 1'b0;
                                    score1 <= 1'b0;
                                    ball_speed <= initial_value;
                            end
                        end
                    end
                    else if(state==16'b1111111111111111) begin
                            if(hits[0]==1'b1 | hits[1]==1'b1)begin  
                                    state <= 16'b0000000000000001; 
                                    fwd <= 1'b0;
                                    score0 <= 1'b0;
                                    score1 <= 1'b0;
                                    ball_speed <= initial_value;
                            end
                    end
                    else begin
                           if(fwd==1'b0)
                         state <= state * 2'b10;
                      else if(fwd==1'b1)
                         state <= state / 2'b10;
                  if(hits[0] == 1'b1)
                              er0 = er0 + 1'b1;
                      if(hits[1] == 1'b1)
                              er1 = er1 + 1'b1;
                    end
            end
    end
endmodule
`timescale 1ns / 1ps
module newfinalmodule2_(clk, squash, reset, hits, lights_tolight, AN_Out, C_Out);
    input clk, squash, reset;
    input [1:0] hits;
    output [15:0] lights_tolight;
    output [7:0] AN_Out;
    output [6:0] C_Out;
    reg [26:0] divby = 27'b001111101011110000100000000;
    wire [7:0] scoredisp0, scoredisp1;
    wire [25:0] ball_speed;
    wire [27:0] clkspeed;
    lights2_ LIGHTS(.clock(clktolights), .squash(squash), .reset(reset), .hits(hits), .out(out), .state(lights_tolight), .score0(scoredisp0) , .score1(scoredisp1), .ball_speed(ball_speed));
    clk_divider_ MAINCLK(.clk_in(clk), .rst(reset), .ball_speed(ball_speed), .divided_clk(clktolights));
    SevenLEDDemo_ DISPLAY(.clk(clk), .rst(reset) ,.squash(squash), .p0(scoredisp0) , .p1(scoredisp1) , .AN_Out(AN_Out) , .C_Out(C_Out));
endmodule
==> metrics.cfg <==
[status]
outcome=completed

[final_layout]
drive_above_1_share_pct=8.631
fin_util_pct=56.61
finalNonFillerCells=995
fillers=1266
fin_area_sq_um=8322
area_delta_synth_final_pct=9.608

[critical_path]
arrival_ps=3750
critPathMaxFanout=31
worstSetupPathType=in2reg
setup.worst_path.end_class=flip-flop
crit_required_ps=9000
r2r-start=DISPLAY.SevenSegmentLED.clkCounter[0]
crit_start=squash
cp-start-kind=input port

[die]
die_w_microns=125.2
core_sq_um=14700
boundaryPins=36
fp.dieH_microns=125.2
rows=44
fp_util_pct=51.65
die_area_sq_um=15680

[global_route]
grt_max_degree=62
grt_pass1_vias=5835
grt_pass1_wl_mm=29.33
grt.total_usage_pct=23.36
antenna_found_initial=0
gr-total-overflow=0

[final_timing]
finalSetupTns_ps=0
fin_crit_ps=3549
rsz0062_at_grt=no
timing.fmax_mhz=281.8
setup-violations-final=0
max_slew.worst_pin.slew_ps=870.5
hold_violations=0
clock_skew_ps=6.485
maxSlewViolCount=0
unclocked_regs=62
maxSlewHeadroom_pct=41.48
finalClockPeriodUsage_pct=40.33
untimed_endpoints=92

[detailed_routing]
drc_errors=0
dr_total_vias=6018
wl_met3_microns=643
dr_wl_met2_mm=7.837
dr.first_iter.drc_count=333
wl_met1_mm=8.212
routedWlPerCell_microns=16.93
drt_first_pass_iters=11
top_layer_used=met4
n_antenna_cell=0
antenna_left=0
drt_wl_total_mm=16.84
avgViaCountPerCell=6.048

[placement]
place_inst=980
routabilityCongestion=0.9227
portBuffers=35
place_area_sq_um=8051
hpwlAfterDp_mm=12.06

[power_and_ir_drop]
leakage_nw=3.434
ir_drop_v=0.0001067
power_per_cell_area_nw_per_um2=82.08

[clock_network]
hold_buffers=0
htreeDepth=3
numCtsBuffers=9
clkLatencyLatePin_ps=330
cts_setup_buffers=0
cts_root_buf=clkbuf_16
tritoncts=built
cts_resized=0
clockBufferDepth=2
clk_pin_slew_ps=50

[synth]
ys_area_sq_um=7592
postSynthSeqShare_pct=43.00
syn_avg_cell_area_sq_um=9.550
synth-main-ff-cell=dfrtp_1
ys_cells=795
edf_count=0
synth_cell_types=91
synthCells=795
ys_ff=130
ys_warn_count=12
synthArstFlopShare_pct=100.0
synth_area_sq_um=7592

[job]
maxCapViolCount=0
tool_warnings=36

[worst_hold_path]
hp-class=reg2reg
hold_start=DISPLAY.C_In[50]

## where the power goes
part | internal [mW] | total [mW] | switching, mW
registers | 0.317 | 0.320 | 0.00221
logic | 0.0120 | 0.0389 | 0.0269
clock network | 0.203 | 0.325 | 0.121
total | 0.533 | 0.683 | 0.150
## cell usage in the layout (no fill, tap or decap), types with 13 or more instances in the layout
master and count:
nand3_1 32, a21oi_1 41, nand4_1 20, o22ai_1 19, clkdlybuf4s50_1 35, ha_1 22, dfrtp_1 121, nor2_1 82
nand2_1 47, xnor2_1 28, o21ai_0 24, xor2_1 28, a221oi_1 13, inv_1 35, nor3_1 17
## metrics by stage
stage | setup slack (ps) | total power [mW] | hold slack (ps)
6_report | 5251 | 0.6830 | 466.4
5_1_grt | 5146 | 0.7106 | 491.5
4_1_cts | 5287 | 0.6919 | 468.1
3_5_place_dp | 4950 | 0.3646 | 456.5
3_3_place_gp | 4965 | 0.3641 | 451.0
2_1_floorplan | 3586 | 0.3524 | 433.1
## per-layer routing
| layer | vias to the layer above | GRT usage (%) |
|---|---|---|
| met4 | 0 | 2.367 |
| met5 | - | 0 |
| met1 | 2930 | 37.57 |
| met3 | 12 | 2.878 |
| met2 | 133 | 36.58 |
| li1 | 2943 | - |
## registers in the layout, summed over array words and instances (netlist names)
name,count
MAINCLK.cnt,26
DISPLAY.C_In,21
LIGHTS.ball_speed,19
DISPLAY.SevenSegmentLED.clkCounter,17
LIGHTS.state,16
DISPLAY.SevenSegmentLED.C_Out,7
DISPLAY.SevenSegmentLED.AN_Out,5
DISPLAY.SevenSegmentLED.LEDCounter,3
LIGHTS.score0,3
LIGHTS.score1,3
DISPLAY.AN_In,2
LIGHTS.er0,2
LIGHTS.er1,2
DISPLAY.SevenSegmentLED.slowClk,1
LIGHTS.fwd,1
LIGHTS.server,1
MAINCLK.divided_clk,1
## cell type report
| type | count | area, sq um | area share [%] |
|---|---|---|---|
| sequential | 130 | 3264 | 39.23 |
| inverter | 37 | 141.4 | 1.699 |
| clock inverter | 2 | 10.01 | 0.1203 |
| clock buffer | 13 | 260.3 | 3.127 |
| timing repair buffer | 42 | 402.9 | 4.841 |
| tap | 184 | 230.2 | 2.767 |
| multi-input combinational | 587 | 4013 | 48.22 |
## synthesized netlist by cell type (7+ instances only)
master	instances	share of area, %
xor2_1	28	3.2
a221oi_1	13	1.5
clkbuf_1	30	1.5
a21oi_1	41	2.7
mux2i_1	12	1.6
nand3_1	32	2.1
nor2b_1	12	0.99
nand2_1	47	2.3
ha_1	22	3.6
mux2_2	9	1.3
a22oi_1	7	0.69
nor3_1	17	1.1
o22ai_1	19	1.6
dfrtp_1	121	40
o31ai_1	9	0.89
nand2b_1	9	0.74
dfstp_2	9	3.1
nand4_1	20	1.6
o21ai_0	24	1.6
a31oi_1	8	0.66
nor4_1	13	1.1
a22o_1	8	0.92
xnor2_1	28	3.2
nor2_1	82	4.1
or3_1	8	0.66
inv_1	36	1.8
a21o_1	8	0.79
## worst max-delay path, stage by stage
cell,delay (ps)
clkdlybuf4s50_1,450
buf_4,280
nor3_1,170
nor3_2,460
buf_4,270
mux2_2,340
## cell families (layout without fill, tap and decap cells)
kind of cell	Yosys count	after routing	synth area share (%)
multiplexers	24	24	3.692
flip-flops	130	130	43.00
other	1	2	0.04939
XOR/XNOR	56	56	6.460
buffers and inverters	79	94	4.285
AND-OR/OR-AND	193	193	17.98
AND/OR/NAND/NOR	290	290	20.91
adder cells (fa/ha/maj)	22	22	3.626
## worst paths after layout
kind	endpoint	slack, ps	cells past startpoint
setup reg to reg	DISPLAY.SevenSegmentLED.clkCounter[16]	6070	8
max in group asynchronous	DISPLAY.C_In[39]	6090	3
min in group asynchronous	DISPLAY.SevenSegmentLED.slowClk	1700	2
setup / recovery	DISPLAY.C_In[54]	5250	6
hold / removal	DISPLAY.C_In[50]	470	1
hold reg to reg	DISPLAY.C_In[50]	470	1
Power and IR drop assume default switching activity.
